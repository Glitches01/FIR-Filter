File: flow/run.sh
#!/bin/bash
# OpenROAD 26Q1-2900-gdf79404cd8, Yosys 0.63+post, stock flow scripts
make -C /OpenROAD-flow-scripts/flow DESIGN_CONFIG=/design/flow/config.mk WORK_HOME=/design/flow/orfs finish
File: flow/config.mk
export PLATFORM = sky130hd
export DESIGN_NAME = IMEM_N
export DESIGN_NICKNAME = IMEM_N
export VERILOG_FILES = /design/flow/design.v
export SDC_FILE = /design/flow/constraint.sdc
export NUM_CORES = 4
export LEC_CHECK = 1
export CORE_UTILIZATION = 40
File: flow/constraint.sdc
current_design IMEM_N

set clk_period 3.6
set clk_io_pct 0.2

create_clock -name clk0 -period $clk_period [get_ports {clk}]

set non_clock_inputs [all_inputs -no_clocks]
set_input_delay [expr $clk_period * $clk_io_pct] -clock clk0 $non_clock_inputs
set_output_delay [expr $clk_period * $clk_io_pct] -clock clk0 [all_outputs]
File: flow/design.v
module IMEM_N
	#(
	parameter N=64,
	parameter M=16
	)(
	output reg [15:0] Q,
	input clk,
	input [M-1:0] Data,
	input rstn,
	input en,
	input en_shift,
	input [5:0] cnt,
	output reg shiftDone
	);
	integer i;
	reg [M-1:0] xshift [0:N-1];
	always @(posedge clk or negedge rstn) begin
		if(!rstn) begin
			for (i=0 ; i<N; i=i+1) begin
				xshift[i] <= 0;
			end
			shiftDone <= 0;
		end
		else if(en_shift) begin
			for (i=0 ; i<N; i=i+1) begin
				xshift[i+1] <= xshift[i];
			end
			xshift[0] <= Data;
			shiftDone <= 'd1;
		end
		else begin
			for (i=0 ; i<N; i=i+1) begin
				xshift[i] <= xshift[i];
			end
			shiftDone <= 0;
		end
	end
	always @(posedge clk or negedge rstn) begin
		if (!rstn) begin
			Q <= 0;
		end
		else if (en) begin
			Q <= xshift[cnt];
		end
		else begin
			Q <= 0;
		end
	end
endmodule
==> impl_metrics.toml <==
# synthesis and place-and-route metrics
[power_and_ir_drop]
total_power_mw = 31.7
peakVddDrop_v = 0.000414
power_leakage_nw = 24.4
power-per-cell-area_mw_per_mm2 = 604

[grt]
grt_max_degree = 106
congestion_overflow_gr = 0
groute.usage.overall_pct = 30.5
antenna_found_initial = 8
grt_pass1_wl_um = 233000
grt_pass1_vias = 30399

[clock_network]
number_of_buffers_added_for_setup_after_cts = 0
clock_insertion_delay_worst_skew_ns = 0.72
cts-htree-levels = 3
clock_sinks = 1041
cts_tree = "yes"
cts.clk_slew.worst_paths_ns = 0.06
cts-root-buf = "sky130_fd_sc_hd__clkbuf_16"
clock_tree.buffer_depth = 3
cts_made_buffers = 109

[min_path]
timing.hold.worst.class = "in2async"

[floorplan]
placement_rows = 122
fp_util_pct = 40.5
die.size.x_um = 337
chipArea_sq_mm = 0.114
die_height_um = 337
io_pins = 43
core-area_sq_mm = 0.111

[final_timing]
finalMaxSlewViolations = 0
transition_time_at_the_pin_with_the_least_slew_margin_ns = 1.04
finalCritPeriodShare_pct = 81.1
grt_setup_unrepaired = "no"
period_needed_ns = 2.92
fin_skew_ns = 0.0206
worst_slew_margin_rel_pct = 30.5
final-hold-violation-count = 0
setup-violations-final = 0
maxClockFrequency_mhz = 343
worst_hold_slack_ns = 0.516
post_route_setup_tns_ns = 0

[detailed_routing]
wirelength_um = 163000
routedWlPerCell_um = 32.9
drtAntennaViolNets = 0
drc = 0
initialDrtViolationCount = 2672
detailedRoute.firstPassIterationCount = 5
average_via_count_per_standard_cell = 6.12
route.vias.total = 30287

[synthesis]
synth-warning-count = 2
synth.yosys.num_cells = 3202
post_synth.cell_area_avg_sq_um = 14.1
synth-area-yosys_sq_mm = 0.0450
synth.cell_area_sq_mm = 0.0450
enable_flop_cells = 0
synth.distinct_cells = 60
synth_async_sr_flop_share_pct = 100
syn-instance-count = 3202
synth_sequential_area_ratio_pct = 57.9
ys_seq_elements = 1041
flop_cell = "sky130_fd_sc_hd__dfrtp_1"

[status]
run_status = "completed"

[cells_and_area]
final_core_util_pct = 47.3
final_layout_size_suffix_gt1_share_pct = 43.6
area_delta_synth_final_pct = 16.8
layout.cell_area.non_filler_sq_mm = 0.0525

[worst_setup_path]
worstSetupStartpoint = "cnt[0]"
worstSetupEndpointType = "register"
required_time_worst_endpoint_ns = 4.18
cp-start-kind = "primary input"
worst-endpoint-arrival_ns = 3.50
worst_r2r_path_depth = 5
regToRegStartpoint = "xshift[6][14]$_DFFE_PN0P_"
crit_path_max_fanout = 27
crit_type = "in2reg"

[run]
stage_log_warnings = 29
maxCapViolCount = 0

[place]
finalWeightedCongestion = 0.991
postPlaceCellArea_sq_mm = 0.0488
port_buffers = 42
dp.final_hpwl_um = 113000
final cells by class:
class,instances,area (sq um)
antenna,4,10.0
clock buffer,156,3160
clock inverter,40,606
fill,9743,58600
inverter,1,3.75
multi-input combinational,1925,17900
sequential,1041,26100
tap,1488,1860
timing repair buffer,296,2940
synthesized netlist by cell type, types with 3 or more instances:
| cell | instances | area (sq um) |
|---|---|---|
| sky130_fd_sc_hd__nor2b_1 | 4 | 25.0 |
| sky130_fd_sc_hd__mux2i_1 | 12 | 120 |
| sky130_fd_sc_hd__nor4_1 | 27 | 169 |
| sky130_fd_sc_hd__nor2_2 | 6 | 37.5 |
| sky130_fd_sc_hd__dfrtp_1 | 1041 | 26000 |
| sky130_fd_sc_hd__a31oi_1 | 14 | 87.6 |
| sky130_fd_sc_hd__mux2_2 | 1036 | 11700 |
| sky130_fd_sc_hd__buf_1 | 7 | 26.3 |
| sky130_fd_sc_hd__o21ai_0 | 18 | 90.1 |
| sky130_fd_sc_hd__clkbuf_1 | 129 | 484 |
| sky130_fd_sc_hd__o211ai_1 | 3 | 22.5 |
| sky130_fd_sc_hd__and3_1 | 38 | 238 |
| sky130_fd_sc_hd__and4bb_1 | 3 | 37.5 |
| sky130_fd_sc_hd__a22oi_1 | 401 | 3010 |
| sky130_fd_sc_hd__a222oi_1 | 6 | 60.1 |
| sky130_fd_sc_hd__a21oi_1 | 22 | 110 |
| sky130_fd_sc_hd__buf_2 | 81 | 405 |
| sky130_fd_sc_hd__nand3_1 | 22 | 110 |
| sky130_fd_sc_hd__a2111oi_0 | 11 | 96.3 |
| sky130_fd_sc_hd__buf_6 | 7 | 78.8 |
| sky130_fd_sc_hd__nand2_1 | 64 | 240 |
| sky130_fd_sc_hd__a32oi_1 | 17 | 149 |
| sky130_fd_sc_hd__nor2_1 | 19 | 71.3 |
| sky130_fd_sc_hd__a2111oi_2 | 3 | 45.0 |
| sky130_fd_sc_hd__nand4_1 | 70 | 438 |
| sky130_fd_sc_hd__and4b_1 | 3 | 30.0 |
| sky130_fd_sc_hd__and2_0 | 6 | 37.5 |
| sky130_fd_sc_hd__and2_1 | 43 | 269 |
| sky130_fd_sc_hd__nor3_1 | 16 | 80.1 |
| sky130_fd_sc_hd__buf_4 | 9 | 67.6 |
| sky130_fd_sc_hd__nor4b_2 | 3 | 45.0 |
| sky130_fd_sc_hd__a22o_1 | 27 | 236 |
registers in the layout (all words and copies together) (netlist names):
name and cells:
xshift 1024, shiftDone 1, Q 16
cell families after synthesis:
group / after synthesis / synth area share [%]
DFF: 1041 / 57.9
muxes: 1048 / 26.2
buffers and inverters: 236 / 2.39
and+or+nand+nor: 347 / 4.64
AOI/OAI and AO/OA: 530 / 8.88
where the power goes:
| part | internal, mW | total (mW) | switching, mW | leakage [nW] |
|---|---|---|---|---|
| logic | 2.17 | 3.55 | 1.38 | 8.81 |
| clock network | 7.02 | 11.9 | 4.86 | 1.84 |
| registers | 14.0 | 16.3 | 2.32 | 13.8 |
| total | 23.2 | 31.7 | 8.56 | 24.4 |
timing repair:
action | CTS | global route
setup endpoints to repair | 0 | 0
hold endpoints to repair | 36 | 0
hold buffers | 1 | 0
resized | 0 | 0
worst paths after layout:
path	to	slack [ns]
max in group asynchronous	xshift[39][0]$_DFFE_PN0P_	1.80
hold reg to reg	xshift[63][7]$_DFFE_PN0P_	0.52
hold / removal	xshift[0][11]$_DFFE_PN0P_	0.52
setup reg to reg	Q[14]$_DFF_PN0_	1.51
setup / recovery	Q[14]$_DFF_PN0_	0.68
min in group clk0	xshift[63][7]$_DFFE_PN0P_	0.52
critical path: stages:
cell and delay (ns):
sky130_fd_sc_hd__clkdlybuf4s50_1 0.50, sky130_fd_sc_hd__buf_12 0.20, sky130_fd_sc_hd__and4bb_1 0.25, sky130_fd_sc_hd__buf_4 0.19, sky130_fd_sc_hd__and3_1 0.22, sky130_fd_sc_hd__a2111oi_0 0.78, sky130_fd_sc_hd__nand3_1 0.14, sky130_fd_sc_hd__nor4_1 0.32
sky130_fd_sc_hd__a31oi_1 0.13
routing by layer:
metal	global-route usage [%]	up-vias	part of all wire [%]
li1	-	12531	-
met1	43.0	15812	40
met2	42.0	1489	43
met3	14.8	436	13
met4	11.4	19	4.9
met5	0.766	-	0.13
metrics by stage:
step                setup WS [ns]  std cells
floorplan                    1.20       3202
global placement          -0.0116       4750
detailed placement        0.00888       4750
CTS                         0.748       4947
global route                0.555       4947
finish                      0.682       4951
cells in the final DEF (no fill, tap or decap), drive strengths merged, types with 6 or more instances in the layout:
cell           synthesis  routed
a222oi                 6       6
clkbuf               131     156
bufinv                 0      13
a22oi                401     401
nand4                 70      70
mux2i                 12      12
buf                  104     260
nor2                  25      25
and2                  50      50
a31oi                 14      14
nor3                  18      18
nor2b                  6       6
nand3                 22      22
o21ai                 18      18
inv                    1       6
a2111oi               15      15
nand2                 64      64
a22o                  27      27
a32oi                 17      17
and3                  39      39
clkinv                 0      17
dfrtp               1041    1041
clkdlybuf4s50          0      35
a21oi                 22      22
nor4                  28      28
mux2                1036    1036
Power is estimated from default activity; no workload was simulated.
