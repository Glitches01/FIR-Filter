==> design/flow/design.v <==
module FIFO_N #(
	parameter DEPTH = 16,
	parameter WIDTH = 16
)(
	input i_wrclk	,
	input i_wrstn	,
	input i_wren	,
	input [WIDTH-1:0] i_wdata	,
	input i_rdclk	,
	input i_rdrstn	,
	input i_rden	,
	output [WIDTH-1:0] o_rdata	,
	output o_full	,
	output o_empty);
reg	[clogb2(DEPTH-1):0]	r_wrptr;
reg [clogb2(DEPTH-1):0]	r_rdptr;
wire [clogb2(DEPTH-1)-1:0]	w_wraddr;
wire [clogb2(DEPTH-1)-1:0]	w_rdaddr;
assign w_wraddr = r_wrptr[clogb2(DEPTH-1)-1:0];
assign w_rdaddr = r_rdptr[clogb2(DEPTH-1)-1:0];
always @(posedge i_wrclk or negedge i_wrstn) begin
	if(!i_wrstn)
		r_wrptr <= 'd0;
	else if(i_wren && !o_full)
		r_wrptr <= r_wrptr + 1'b1;
	else
		r_wrptr <= r_wrptr;
end
always @(posedge i_rdclk or negedge i_rdrstn) begin
	if(!i_rdrstn)
		r_rdptr <= 'd0;
	else if(i_rden && !o_empty)
		r_rdptr <= r_rdptr + 1'b1;
	else
		r_rdptr <= r_rdptr;
end
wire [clogb2(DEPTH-1):0]	r_wrptr_gray;
wire [clogb2(DEPTH-1):0]	r_rdptr_gray;
assign r_wrptr_gray = r_wrptr ^ (r_wrptr>>1);
assign r_rdptr_gray = r_rdptr ^ (r_rdptr>>1);
reg [clogb2(DEPTH-1):0]	r_rdptr_gray_d0;
reg [clogb2(DEPTH-1):0]	r_rdptr_gray_d1;
always @(posedge  i_wrclk or negedge i_wrstn) begin
	if(!i_wrstn) begin
		r_rdptr_gray_d0 <= 'd0;
		r_rdptr_gray_d1 <= 'd0;
	end
	else begin
		r_rdptr_gray_d0 <= r_rdptr_gray;
		r_rdptr_gray_d1 <= r_rdptr_gray_d0;
	end
end
reg [clogb2(DEPTH-1):0]	r_wrptr_gray_d0;
reg [clogb2(DEPTH-1):0]	r_wrptr_gray_d1;
always @(posedge  i_rdclk or negedge i_rdrstn) begin
	if(!i_rdrstn) begin
		r_wrptr_gray_d0 <= 'd0;
		r_wrptr_gray_d1 <= 'd0;
	end
	else begin
		r_wrptr_gray_d0 <= r_wrptr_gray;
		r_wrptr_gray_d1 <= r_wrptr_gray_d0;
	end
end
assign o_empty = (r_rdptr_gray == r_wrptr_gray_d1);
assign o_full = (r_wrptr_gray == {~r_rdptr_gray_d1[clogb2(DEPTH-1):clogb2(DEPTH-1)-1],r_rdptr_gray_d1[clogb2(DEPTH-1)-2:0]});
ram #(
	.DATA_WIDTH(WIDTH),
	.DATA_DEPTH(DEPTH)
)
u_ram(
	.i_wrclk(i_wrclk),
	.i_wrstn(i_wrstn),
	.i_wren(i_wren),
	.i_waddr(w_wraddr),
	.i_wdata(i_wdata),
	.i_rdclk(i_rdclk),
	.i_rdrstn(i_rdrstn),
	.i_rden(i_rden),
	.i_raddr(w_rdaddr),
	.o_rdata(o_rdata)
);
function integer clogb2(input integer number);
begin
	for(clogb2 = 0; number > 0; clogb2 = clogb2 + 1)
		number = number >> 1;
end
endfunction
endmodule
module ram #(
	parameter DATA_WIDTH = 16	,
	parameter DATA_DEPTH = 16
)
(
	input	i_wrclk	,
	input 	i_wrstn	,
	input 	i_wren	,
	input	[clogb2(DATA_DEPTH-1)-1:0]	i_waddr	,
	input	[DATA_WIDTH-1:0]	i_wdata	,
	input	i_rdclk	,
	input 	i_rdrstn	,
	input 	i_rden	,
	input	[clogb2(DATA_DEPTH-1)-1:0] i_raddr	,
	output	[DATA_WIDTH-1:0]	o_rdata
);
reg [DATA_WIDTH-1:0] dual_ram [0:DATA_DEPTH];
reg [DATA_WIDTH-1:0] r_rdata;
integer i;
always @(posedge i_wrclk or negedge i_wrstn) begin
	if(!i_wrstn)
		for(i = 0; i < DATA_DEPTH ; i = i + 1)
			dual_ram[i] <= 'd0;
	else if (i_wren)
		dual_ram[i_waddr] <= i_wdata;
	else
		dual_ram[i_waddr] <= dual_ram[i_waddr];
end
always @(posedge i_rdclk or negedge i_rdrstn) begin
	if(!i_rdrstn)
		r_rdata <= 'd0;
	else if(i_rden)
		r_rdata <= dual_ram[i_raddr];
	else
		r_rdata <= r_rdata;
end
assign o_rdata = r_rdata;
function integer clogb2(input integer number);
begin
	for(clogb2 = 0; number > 0; clogb2 = clogb2 + 1)
		number = number >> 1;
end
endfunction
endmodule
==> design/flow/run.sh <==
#!/bin/bash
# OpenROAD 26Q1-2900-gdf79404cd8, Yosys 0.63+post, stock flow scripts
make -C /OpenROAD-flow-scripts/flow DESIGN_CONFIG=/design/flow/config.mk WORK_HOME=/design/flow/orfs finish
==> design/flow/config.mk <==
export PLATFORM = sky130hd
export DESIGN_NAME = FIFO_N
export DESIGN_NICKNAME = FIFO_N
export VERILOG_FILES = /design/flow/design.v
export SDC_FILE = /design/flow/constraint.sdc
export NUM_CORES = 4
export LEC_CHECK = 1
export CORE_UTILIZATION = 30
export SYNTH_HDL_FRONTEND = slang
==> design/flow/constraint.sdc <==
current_design FIFO_N

set clk_period 10.1
set clk_io_pct 0.2

create_clock -name clk0 -period $clk_period [get_ports {i_rdclk}]
create_clock -name clk1 -period $clk_period [get_ports {i_wrclk}]

set non_clock_inputs [all_inputs -no_clocks]
set_input_delay [expr $clk_period * $clk_io_pct] -clock clk0 $non_clock_inputs
set_output_delay [expr $clk_period * $clk_io_pct] -clock clk0 [all_outputs]
==> impl_metrics.py <==
# Auto-generated metrics
metrics = {
    "synth": {
        "post_synth_cell_types": 34,
        "chip_area_yosys_sq_um": 16700,
        "synth_flops": 302,
        "yosys_warnings": 0,
        "synth_sequential_area_ratio_pct": 45.1,
        "syn-instance-count": 1521,
        "syn-mean-instance-area_sq_um": 11.0,
        "postSynth.asyncResetShare_pct": 100,
        "netlist_area_sq_um": 16700,
        "ys_cells": 1521,
        "enable_flop_cells": 0,
        "synth_top_flop_cell": "sky130_fd_sc_hd__dfrtp_1",
    },
    "global_route": {
        "initial_antenna_violation_count": 0,
        "grtUsageTotal_pct": 23.1,
        "grt_overflow": 0,
        "global_route_wire_length_before_repair_microns": 93400,
        "grt_max_degree": 121,
        "grt_pass1_vias": 14297,
    },
    "sta": {
        "report.final.setup_viol": 0,
        "tns_ns": 0,
        "rsz0062_at_grt": "false",
        "finClkSkew_ns": 0.0238,
        "max-slew-margin-rel_pct": 20.2,
        "number_of_hold_violations_in_the_final_report": 0,
        "tightest_slew_ns": 1.20,
        "maxSlewViolCount": 0,
    },
    "detailed_routing": {
        "drc_errors": 0,
        "avgViaCountPerCell": 6.38,
        "detail_route.antenna_diodes": 0,
        "first_pass_iters": 6,
        "wl_microns": 63600,
        "route.detailed.wl_per_inst_microns": 27.9,
        "detailedRoute.firstIterationViolations": 1711,
        "num_vias": 14544,
        "postRouteAntennaNets": 0,
    },
    "floorplanning": {
        "fp_util_pct": 30.4,
        "boundaryPins": 40,
        "floorplan.core_area_sq_um": 55100,
        "dieHeight_microns": 238,
        "die_area_sq_um": 56800,
        "floorplan.rows": 86,
        "die_w_microns": 238,
    },
    "clock_tree": {
        "clkSlewWorstSetupHoldPaths_ns": 0.06,
        "cts_sinks": 302,
        "cts_tree": "done",
        "post_cts_resized": 0,
        "cts_post_setup_buffers_inserted": 0,
        "hold_buffers": 0,
    },
    "power_and_ir_drop": {
        "pwr-share-comb_pct": 51.2,
        "p_int_uw": 3990,
        "p_sw_share_pct": 45.7,
        "seq_power_share_pct": 31.2,
        "p_sw_uw": 3350,
        "power.clock.fraction_pct": 17.7,
        "cellLeakagePower_uw": 0.00760,
        "fin_total_pwr_uw": 7340,
        "vdd_drop_max_uv": 242,
        "power_density_nw_per_um2": 386,
    },
    "hold_path": {
        "hold_class": "reg2reg",
        "min_from": "r_rdptr[4]",
        "min_path_cells": 0,
    },
    "flow_run": {
        "openroad.warnings": 34,
        "max_cap_viol_count": 0,
    },
    "worst_setup_path": {
        "timing.setup.critical_path_class": "reg2out",
        "cpLargestDelayFamily": "buffers and inverters",
        "regToRegStartpoint": "r_wrptr[0]",
        "cell_type_of_the_slowest_stage_on_the_worst_timing_path": "sky130_fd_sc_hd__buf_4",
        "timing.reg2reg.worst_path_depth": 7,
        "timing.critical_path.buf_inv": 3,
        "reg2reg_to": "u_ram.dual_ram[124]",
        "reg2reg_slack_ns": 6.44,
        "timing.critical_path.to_type": "primary output",
        "critPathMaxFanout": 40,
        "worstPathArrival_ns": 3.44,
        "crit_cells": 7,
        "path_cells": "buf_4, clkinv_1, ha_1, xor2_1, nor4_1, and2_1, clkdlybuf4s50_1",
        "slowest_delay_ns": 0.57,
        "required_ns": 8.08,
        "worstSetupStartpoint": "r_wrptr[2]",
        "start_kind": "register",
        "worst_setup_path_endpoint": "o_full",
    },
    "final_layout": {
        "mostFrequentLayoutCells": "298 x sky130_fd_sc_hd__dfrtp_1, 272 x sky130_fd_sc_hd__a32oi_1, 160 x sky130_fd_sc_hd__mux2i_1",
        "drive_above_1_share_pct": 15.6,
        "layout_top_cell_excl_fill_tap": "sky130_fd_sc_hd__dfrtp_1",
        "area_growth_pct": 13.5,
    },
    "place": {
        "globalplace.congestion": 0.891,
        "port-buffer-count": 38,
        "hpwl_after_dpl_microns": 34600,
    },
    "run_status": {
        "run_status": "finished, final reports clean",
    },
}
final cells by class:
class,count,area (sq um)
Clock buffer,48,975
Tap cell,748,936
Multi-Input combinational cell,1039,8300
Fill cell,5390,36100
Clock inverter,9,134
Sequential cell,302,7570
Timing Repair Buffer,130,1080
Inverter,4,15.0
cell families after synthesis:
family,share of synthesized area (%)
buf+inv,5.70
flops,45.1
mux,17.2
compound gates,25.1
simple gates,4.89
xor+xnor,1.05
fa+ha+maj,0.896
sequential cells by signal, indices dropped and copies added (netlist names):
signal,count
r_rdptr_gray_d0,5
u_ram.o_rdata,16
r_wrptr,5
r_wrptr_gray_d1,5
r_rdptr,5
r_wrptr_gray_d0,5
u_ram.dual_ram,256
r_rdptr_gray_d1,5
synthesized netlist by cell type (32+ instances only):
master                     instances  area share [%]
sky130_fd_sc_hd__mux2i_1         160             9.6
sky130_fd_sc_hd__mux4_2           48             6.5
sky130_fd_sc_hd__o21ai_0         157             4.7
sky130_fd_sc_hd__clkbuf_1         93             2.1
sky130_fd_sc_hd__a22oi_1          32             1.4
sky130_fd_sc_hd__nand3_1          36             1.1
sky130_fd_sc_hd__a32oi_1         272              14
sky130_fd_sc_hd__nand2_1          82             1.8
sky130_fd_sc_hd__o21ai_1          99             3.0
sky130_fd_sc_hd__nor2_1           34            0.76
sky130_fd_sc_hd__dfrtp_1         302              45
sky130_fd_sc_hd__buf_2            51             1.5
through the flow:
step                setup WS [ns]  std cells  hold WS (ns)  utilization [%]  instance area, sq um
floorplan                    5.60       1521         0.331                -                 16700
global placement             5.22       2223         0.333             32.5                 17900
detailed placement           5.27       2223         0.336             32.5                 17900
CTS                          4.65       2280         0.204             34.5                 19000
global route                 4.38       2280         0.233             34.5                 19000
finish                       4.64       2280         0.210             34.5                 19000
power groups by stage:
stage     Combinational [uW]  Sequential, uW  Clock (uW)
4_1_cts                 3650            2280        1300
5_1_grt                 3990            2360        1350
6_report                3750            2290        1300
how the worst min path moves through the flow:
stage                   endpoint
finish        r_rdptr_gray_d0[4]
global route  r_rdptr_gray_d0[4]
CTS           r_rdptr_gray_d0[4]
routing by layer:
metal	track usage, %	wire, microns
met1	30.4	24400
met2	30.5	25500
met3	15.2	10700
met4	7.91	3020
met5	0.433	0
Power and IR drop assume default switching activity.
