<file path="config.mk">
export PLATFORM = sky130hd
export DESIGN_NAME = FSM
export DESIGN_NICKNAME = FSM
export VERILOG_FILES = /design/flow/design.v
export SDC_FILE = /design/flow/constraint.sdc
export NUM_CORES = 4
export LEC_CHECK = 1
export CORE_AREA = 10 10 70 70
export DIE_AREA = 0 0 80 80
</file>
<file path="constraint.sdc">
current_design FSM

set clk_period 1.7
set clk_io_pct 0.2

create_clock -name clk0 -period $clk_period [get_ports {clk}]

set non_clock_inputs [all_inputs -no_clocks]
set_input_delay [expr $clk_period * $clk_io_pct] -clock clk0 $non_clock_inputs
set_output_delay [expr $clk_period * $clk_io_pct] -clock clk0 [all_outputs]
</file>
<file path="design.v">
module FSM (
    input wire clk,
    input wire rstn,
	input wire valid_in,
    input wire start,
    input wire shiftDone,
    input wire valid_out,
	output reg write_fifo,
	output reg read_fifo,
	output wire en_shift,
    output reg alu_en
);
parameter   P_ST_IDLE = 'd0 ,
            P_ST_FIFOIN = 'd1 ,
            P_ST_SHIFT = 'd2 ,
            P_ST_MAC = 'd3 ,
            P_ST_DONE = 'd4 ;
reg [4:0] r_st_current;
reg [4:0] r_st_next   ;
reg read_fifo_d, read_fifo_d2;
always @(posedge clk or negedge rstn) begin
    if (!rstn) begin
        r_st_current <= P_ST_IDLE;
    end
    else begin
        r_st_current <= r_st_next;
    end
end
always @(*) begin
    case (r_st_current)
        P_ST_IDLE: begin
            if(valid_in) begin
                r_st_next = P_ST_FIFOIN;
            end 
            else begin
                r_st_next = P_ST_IDLE;
            end
        end
        P_ST_FIFOIN: begin
            if(start) begin
                r_st_next = P_ST_SHIFT;
            end 
            else begin
                r_st_next = P_ST_FIFOIN;
            end
        end
        P_ST_SHIFT: begin
            if (shiftDone) begin
                r_st_next = P_ST_MAC;
            end
            else begin
                r_st_next = P_ST_SHIFT;
            end
        end
        P_ST_MAC : begin
            if (valid_out) begin
                r_st_next = P_ST_DONE;
            end
            else begin
                r_st_next = P_ST_MAC;
            end
        end
        P_ST_DONE:begin
            r_st_next = P_ST_IDLE;
        end
        default: r_st_next = P_ST_IDLE;
    endcase
end
always @(posedge clk or negedge rstn) begin
    if (!rstn) begin
        write_fifo <= 0;
    end
    else if (r_st_current == P_ST_FIFOIN) begin
        write_fifo <= 1;
    end
    else begin
        write_fifo <= 0;
    end
end
reg en_shift_d0, en_shift_d1;
always @(posedge clk or negedge rstn) begin
    if (!rstn) begin
        read_fifo <= 0;
		en_shift_d0 <= 0;
		en_shift_d1 <= 0;
    end
    else if (r_st_current == P_ST_SHIFT) begin
        read_fifo <= 1;
		en_shift_d0 <= read_fifo;
		en_shift_d1 <= en_shift_d0;
    end
    else begin
        read_fifo <= 0;
		en_shift_d0 <= en_shift_d0;
		en_shift_d0 <= en_shift_d0;
    end
end
assign en_shift = en_shift_d0 & (~en_shift_d1);
always @(posedge clk or negedge rstn) begin
    if (!rstn) begin
       alu_en <= 0;
    end
    else if (r_st_current == P_ST_MAC) begin
       alu_en <= 1;
    end
    else begin
       alu_en <= 0;
    end
end
endmodule
</file>
<file path="run.sh">
#!/bin/bash
# OpenROAD 26Q1-2900-gdf79404cd8, Yosys 0.63+post, stock flow scripts
make -C /OpenROAD-flow-scripts/flow DESIGN_CONFIG=/design/flow/config.mk WORK_HOME=/design/flow/orfs finish
</file>
==> flow_summary.html <==
<h2>Implementation results</h2>
<table>
<tr><th>Metric</th><th>Value</th></tr>
<tr><th colspan="2">Final timing</th></tr>
<tr><td>Normalized max-slew margin</td><td>71.4%</td></tr>
<tr><td>Top achievable clock speed</td><td>0.642 GHz</td></tr>
<tr><td>Setup repair after global routing missed its margin</td><td>false</td></tr>
<tr><td>Setup-failing EPs final</td><td>0</td></tr>
<tr><td>Post-route setup TNS</td><td>0 ns</td></tr>
<tr><td>Max Transition Viols Final</td><td>0</td></tr>
<tr><td>Worst Tran Pin Value</td><td>0.428 ns</td></tr>
<tr><td>Worst hold margin</td><td>0.383 ns</td></tr>
<tr><td>Final critical path time including I/O delays and setup</td><td>1.56 ns</td></tr>
<tr><td>Post-route clock period utilization</td><td>91.7%</td></tr>
<tr><td>Count of endpoints failing hold in the final timing report</td><td>0</td></tr>
<tr><td>Setup clock skew after layout</td><td>0.000883 ns</td></tr>
<tr><th colspan="2">Placement</th></tr>
<tr><td>Total instance count after detailed placement</td><td>80</td></tr>
<tr><td>Detail Placement HPWL</td><td>554 um</td></tr>
<tr><td>Placed cell areas</td><td>490 um2</td></tr>
<tr><td>Count of input and output buffers</td><td>9</td></tr>
<tr><td>Final GP Congestion</td><td>0.711</td></tr>
<tr><th colspan="2">Global routing</th></tr>
<tr><td>GRT Total Usage</td><td>1.96%</td></tr>
<tr><td>Pin count of the biggest net entering global routing</td><td>11</td></tr>
<tr><td>Vias in the first global route</td><td>223</td></tr>
<tr><td>Global-route wire length before repair</td><td>966 um</td></tr>
<tr><td>Grt ovf</td><td>0</td></tr>
<tr><td>Antenna violations before repair</td><td>0</td></tr>
<tr><th colspan="2">Yosys</th></tr>
<tr><td>Post-synthesis sequential area ratio</td><td>73.4%</td></tr>
<tr><td>Chip area estimate from yosys synthesis</td><td>343 um2</td></tr>
<tr><td>Main synth FF type</td><td>sky130_fd_sc_hd__dfrtp_1</td></tr>
<tr><td>Area leader, netlist</td><td>sky130_fd_sc_hd__dfrtp_1</td></tr>
<tr><td>#FFs+latches synth</td><td>10</td></tr>
<tr><td>Number of enable flip-flop cells</td><td>0</td></tr>
<tr><td>Area share, top type</td><td>65.7%</td></tr>
<tr><td>Top cells by area</td><td>sky130_fd_sc_hd__dfrtp_1, sky130_fd_sc_hd__mux2_4, sky130_fd_sc_hd__dfstp_2, sky130_fd_sc_hd__o21ai_1, sky130_fd_sc_hd__inv_1</td></tr>
<tr><td>Cell Area, Synth</td><td>343 um2</td></tr>
<tr><td>Average cell area after synthesis</td><td>13.7 um2</td></tr>
<tr><td>Yosys warnings</td><td>1</td></tr>
<tr><td>Async set or reset register ratio after synthesis</td><td>100%</td></tr>
<tr><td>Post-synthesis cell count from yosys</td><td>25</td></tr>
<tr><td>Synthesized instance count</td><td>25</td></tr>
<tr><td>Cell Type Count</td><td>9</td></tr>
<tr><td>Most instantiated library cell after synthesis</td><td>sky130_fd_sc_hd__dfrtp_1</td></tr>
<tr><td>Synth cell count leaders</td><td>sky130_fd_sc_hd__dfrtp_1, sky130_fd_sc_hd__inv_1, sky130_fd_sc_hd__nand2_1, sky130_fd_sc_hd__o21ai_1, sky130_fd_sc_hd__mux2_4</td></tr>
<tr><th colspan="2">Setup path</th></tr>
<tr><td>Cell breakdown of the critical path</td><td>nor2b_1 &gt; clkdlybuf4s50_1</td></tr>
<tr><td>Number of cells on the worst reg-to-reg path</td><td>1</td></tr>
<tr><td>Category of the critical setup timing path</td><td>reg -&gt; out</td></tr>
<tr><td>CP max FO</td><td>3</td></tr>
<tr><td>Largest delay contributor family on the critical path</td><td>buffers and inverters</td></tr>
<tr><td>Crit path max-delay cell type</td><td>sky130_fd_sc_hd__clkdlybuf4s50_1</td></tr>
<tr><td>Element type at the critical path start</td><td>register</td></tr>
<tr><td>Delay of the slowest cell on the worst path</td><td>0.47 ns</td></tr>
<tr><td>CP endpoint kind</td><td>output pin</td></tr>
<tr><td>Crit Reg-Reg Endpoint</td><td>en_shift_d1</td></tr>
<tr><td>Register-to-register setup slack</td><td>0.81 ns</td></tr>
<tr><td>Crit path arrival time</td><td>1.22 ns</td></tr>
<tr><td>Startpoint of the worst-slack reg-to-reg timing path</td><td>r_st_current[2]</td></tr>
<tr><td>Buffer-and-inverter tally for the worst setup path</td><td>1</td></tr>
<tr><td>Worst Path Required</td><td>1.36 ns</td></tr>
<tr><th colspan="2">Layout</th></tr>
<tr><td>Logic area</td><td>76.3 um2</td></tr>
<tr><td>Non-filler cells, final</td><td>84</td></tr>
<tr><td>Layout-stage area growth over the synthesis result</td><td>53.6%</td></tr>
<tr><td>Fill count</td><td>391</td></tr>
<tr><td>Cell area after layout</td><td>527 um2</td></tr>
<tr><td>Sequential cell area in the final layout</td><td>251 um2</td></tr>
<tr><td>Fraction of final layout cells with drive strength greater than 1</td><td>18.4%</td></tr>
<tr><th colspan="2">Pwr</th></tr>
<tr><td>Power density relative to cell area</td><td>1230 nW/um2</td></tr>
<tr><td>Worst vdd rail ir drop</td><td>0.178 mV</td></tr>
<tr><td>Static Leakage</td><td>0.000233 uW</td></tr>
<tr><th colspan="2">Worst hold path</th></tr>
<tr><td>Class of the tightest hold or removal check</td><td>in -&gt; async</td></tr>
<tr><th colspan="2">Run</th></tr>
<tr><td>Tool warnings</td><td>25</td></tr>
<tr><td>Number of max-capacitance violations reported</td><td>0</td></tr>
<tr><th colspan="2">Floorplanning</th></tr>
<tr><td>Die Height</td><td>80 um</td></tr>
<tr><td>Chip width</td><td>80 um</td></tr>
<tr><td>Count of pins on the block boundary</td><td>10</td></tr>
<tr><td>Core Rows</td><td>21</td></tr>
<tr><td>Die area</td><td>6400 um2</td></tr>
<tr><td>Floorplan Core Area</td><td>3420 um2</td></tr>
<tr><td>Fp_density</td><td>10.0%</td></tr>
<tr><th colspan="2">Route</th></tr>
<tr><td>ANT nets after route</td><td>0</td></tr>
<tr><td>First-iteration detailed-routing DRC count</td><td>0</td></tr>
<tr><td>Via total after detailed routing</td><td>209</td></tr>
<tr><td>TritonRoute pass-1 iters</td><td>1</td></tr>
<tr><td>Drt drc</td><td>0</td></tr>
<tr><td>Vias per cell</td><td>2.49</td></tr>
<tr><td>Count of inserted antenna diode cells</td><td>0</td></tr>
<tr><td>Final routed wirelength across all metal layers</td><td>639 um</td></tr>
<tr><td>Detailed-route wire length per cell</td><td>7.61 um</td></tr>
<tr><th colspan="2">Clocking</th></tr>
<tr><td>CTS buffer count</td><td>3</td></tr>
<tr><td>Deepest clock path buffer count</td><td>2</td></tr>
<tr><td>CTS tree</td><td>built</td></tr>
<tr><td>Clock insertion delay at the later pin of the skew report</td><td>0.26 ns</td></tr>
<tr><td>Number of cells upsized or downsized after cts</td><td>0</td></tr>
<tr><td>Reg clk slew, reported paths</td><td>0.06 ns</td></tr>
<tr><td>Hold-fix buffer count after cts</td><td>0</td></tr>
<tr><td>Number of buffers inserted by post-CTS setup repair</td><td>0</td></tr>
<tr><td>H-tree depth reported by CTS</td><td>1</td></tr>
<tr><td>CTS sink cnt</td><td>10</td></tr>
<tr><td>CTS root buf</td><td>sky130_fd_sc_hd__clkbuf_4</td></tr>
<tr><th colspan="2">Outcome</th></tr>
<tr><td>Status</td><td>finished clean</td></tr>
</table>
## per-layer routing
layer	part of all wire [%]	wire length (um)	global-route usage, %	vias to the layer above
met1	38	245	1.97	95
met4	3.3	21	0.704	0
li1	-	-	-	104
met3	8.3	53	1.14	3
met2	50	319	3.29	7
met5	0	0	0	-
## sequential cells by signal (all words and copies together), names as in the netlist
register,flops
alu_en,1
en_shift_d0,1
en_shift_d1,1
r_st_current,5
read_fifo,1
write_fifo,1
## cell type report
type | count | area share [%]
Timing Repair Buffer | 9 | 17.1
Clock buffer | 4 | 6.89
Inverter | 4 | 2.85
Sequential cell | 10 | 47.7
Tap cell | 46 | 10.9
Multi-Input combinational cell | 11 | 14.5
## power breakdown
group          leakage (uW)  switching, uW  internal [uW]  total (uW)
logic             0.0000812           27.3           92.3         120
clock network     0.0000210           76.4            130         206
registers          0.000131           31.2            293         324
## metrics by stage
| step | total power (uW) | setup slack [ns] | utilization [%] |
|---|---|---|---|
| 2_1_floorplan | 375 | 0.870 | - |
| 6_report | 650 | 0.141 | 15.4 |
| 3_3_place_gp | 449 | 0.415 | 14.4 |
| 4_1_cts | 665 | 0.110 | 15.4 |
| 3_5_place_dp | 452 | 0.409 | 14.4 |
| 5_1_grt | 687 | 0.0617 | 15.4 |
## placed cells by master, fill, tap and decap left out
master	count
sky130_fd_sc_hd__clkdlybuf4s50_1	9
sky130_fd_sc_hd__nand2_1	3
sky130_fd_sc_hd__clkbuf_8	1
sky130_fd_sc_hd__o21ai_1	3
sky130_fd_sc_hd__a21o_1	1
sky130_fd_sc_hd__and2_1	1
sky130_fd_sc_hd__mux2_4	2
sky130_fd_sc_hd__clkbuf_4	3
sky130_fd_sc_hd__dfstp_2	1
sky130_fd_sc_hd__inv_1	4
sky130_fd_sc_hd__dfrtp_1	9
sky130_fd_sc_hd__nor2b_1	1
## kinds of logic after synthesis
| logic type | after synthesis | share of synthesized area, % |
|---|---|---|
| buffers and inverters | 4 | 4.38 |
| multiplexers | 2 | 8.76 |
| flip-flops | 10 | 73.4 |
| AND-OR/OR-AND | 4 | 6.57 |
| AND/OR/NAND/NOR | 5 | 6.94 |
## how the worst max path moves through the flow
| stage | start | to | slack [ns] | cells past startpoint |
|---|---|---|---|---|
| global route | en_shift_d0 | en_shift | 0.06 | 2 |
| finish | en_shift_d0 | en_shift | 0.14 | 2 |
| CTS | en_shift_d0 | en_shift | 0.11 | 2 |
No activity file was given, so power comes from the tool's default toggle rates.
